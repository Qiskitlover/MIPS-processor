==> flow/design.v <==
`timescale 1ns / 1ps
module ReorderBuffer(
    input clk,reset,
    input [2:0]code,
    input [4:0]PC,
    input [4:0]RegIN,
    input[31:0]DataIN,
    output reg[4:0]RegOut,
    output reg[31:0]DataOut,
    output reg done
    );
    reg Done[31:0];
    reg [4:0]Reg[31:0];
    reg [31:0]Data[31:0];
    reg [4:0]Issue;
    reg [4:0]Commit;
    always@(negedge reset)
    begin
    Issue=PC;
    end
    always@(posedge clk)
    begin
    case(code)
    3'b100:  
    begin
    if(Issue<31)
    Issue=Issue+1;
    else
    Issue=0;
    Done[Issue]<=0;
    Reg[Issue]<=RegIN;
    end
    3'b010:   
    begin
    Data[PC]<=DataIN;
    Done[PC]<=1;
    end
    3'b001:   
    begin
    RegOut=Reg[Commit];
    DataOut=Data[Commit];
    done=Done[Commit];
    if(Commit<31)
    Commit=Commit+1;
    else
    Commit=0;
    end
    endcase
    end
endmodule
==> flow/run.sh <==
#!/bin/bash
# OpenROAD 26Q1-2900-gdf79404cd8, Yosys 0.63+post, stock flow scripts
make -C /OpenROAD-flow-scripts/flow DESIGN_CONFIG=/design/flow/config.mk WORK_HOME=/design/flow/orfs finish
==> flow/config.mk <==
export PLATFORM = sky130hd
export DESIGN_NAME = ReorderBuffer
export DESIGN_NICKNAME = ReorderBuffer
export VERILOG_FILES = /design/flow/design.v
export SDC_FILE = /design/flow/constraint.sdc
export NUM_CORES = 4
export LEC_CHECK = 1
export CORE_UTILIZATION = 30
==> flow/constraint.sdc <==
current_design ReorderBuffer

set clk_period 40.0
set clk_io_pct 0.2

create_clock -name clk0 -period $clk_period [get_ports {clk}]
create_clock -name clk1 -period $clk_period [get_ports {reset}]

set non_clock_inputs [all_inputs -no_clocks]
set_input_delay [expr $clk_period * $clk_io_pct] -clock clk0 $non_clock_inputs
set_output_delay [expr $clk_period * $clk_io_pct] -clock clk0 [all_outputs]
==> reports/qor.yml <==
synthesis:
  synth_cell_types: 51
  yosys_area_mm2: 0.0486
  edf_count: 1264
  synthArstFlopShare_pct: 0
  synth_flops: 1269
  synthTopCellsByArea: "edfxtp_1, mux4_2, mux2i_1"
  synth-main-ff-cell: "edfxtp_1"
  synth_stat.cells: 2267
  yosys_warnings: 1
  yosysTopAreaCell: "edfxtp_1"
  synth_top_area_share_pct: 78.1
  ys_seq_share_pct: 78.3
status:
  status: "did not finish"
  stop_stage: "1_2_yosys"
  error_line: "ERROR: Found 5 problems in 'check -assert'."
cells in the mapped netlist (4+ instances only):
cell type,instances
a211oi_1,36
a21o_1,5
a21oi_1,52
a22oi_1,113
a31oi_1,5
buf_1,4
buf_2,35
buf_4,23
buf_6,19
clkbuf_1,45
dfxtp_1,5
edfxtp_1,1264
ha_1,6
inv_1,8
mux2i_1,151
mux4_1,4
mux4_2,223
nand2_1,16
nand2b_1,5
nand3_1,9
nand3b_1,4
nand4_1,4
nor2_1,84
nor2b_1,4
nor3_1,19
nor3b_1,5
o21ai_0,7
o221ai_1,38
o22ai_1,37
or3_1,5
logic make-up after synthesis:
family          count (synthesis)  synth area share, %
xor+xnor                        3               0.0541
mux                           381                 13.7
flops                        1269                 78.3
compound gates                303                 4.40
buf+inv                       140                 1.75
simple gates                  165                 1.60
fa+ha+maj                       6                0.154
